===== ./constraint.sdc =====
current_design uart

set clk_period 7.8
set clk_io_pct 0.2

create_clock -name clk0 -period $clk_period [get_ports {clock_i}]

set non_clock_inputs [all_inputs -no_clocks]
set_input_delay [expr $clk_period * $clk_io_pct] -clock clk0 $non_clock_inputs
set_output_delay [expr $clk_period * $clk_io_pct] -clock clk0 [all_outputs]

===== ./run.sh =====
#!/bin/bash
# OpenROAD 26Q1-2900-gdf79404cd8, Yosys 0.63+post, stock flow scripts
make -C /OpenROAD-flow-scripts/flow DESIGN_CONFIG=/design/flow/config.mk WORK_HOME=/design/flow/orfs finish

===== ./config.mk =====
export PLATFORM = sky130hd
export DESIGN_NAME = uart
export DESIGN_NICKNAME = uart
export VERILOG_FILES = /design/flow/design.v
export SDC_FILE = /design/flow/constraint.sdc
export NUM_CORES = 4
export LEC_CHECK = 1
export CORE_UTILIZATION = 50

===== ./design.v =====
module uart #( 
  parameter CLOCK_DIVIDER_WIDTH = 16
) (
  input reset_i,
  input clock_i,
 input serial_i, 
  output serial_o,
 input [7:0] data_i,
   output [7:0] data_o,
  input write_i,
  output write_busy_o,
  output read_ready_o,
  input ack_i  
);
reg [CLOCK_DIVIDER_WIDTH:0] clock_divider_i = 5208;
reg two_stop_bits_i = 1'b0;
reg parity_bit_i = 1'b0;
reg parity_even_i = 1'b0;
uart_tx #(
  .CLOCK_DIVIDER_WIDTH(CLOCK_DIVIDER_WIDTH)
)
UartTx (
  .reset_i(~reset_i),
  .clock_i(clock_i),
  .write_i(~write_i),
  .two_stop_bits_i(two_stop_bits_i),
  .parity_bit_i(parity_bit_i),
  .parity_even_i(parity_even_i),
  .clock_divider_i(clock_divider_i),
  .data_i(data_i),
  .busy_o(write_busy_o),
  .serial_o(serial_o)
);
uart_rx #(
  .CLOCK_DIVIDER_WIDTH(CLOCK_DIVIDER_WIDTH)
)
UartRx (
  .reset_i(~reset_i),
  .clock_i(clock_i),
  .ack_i(~ack_i),
  .parity_bit_i(parity_bit_i),
  .parity_even_i(parity_even_i),
  .serial_i(serial_i),
  .clock_divider_i(clock_divider_i),
  .data_o(data_o),
  .ready_o(read_ready_o)
);
endmodule
module uart_rx #(
  parameter CLOCK_DIVIDER_WIDTH = 16
) (
  input reset_i,
  input clock_i,
  input [CLOCK_DIVIDER_WIDTH - 1:0] clock_divider_i,
  input serial_i,
  output reg [7:0] data_o = 8'h00,
  output reg ready_o = 1'b0,
  input ack_i,
  input parity_bit_i,
  input parity_even_i
);
localparam STATE_IDLE = 0;
localparam STATE_RECEIVE_PACKET = 1;
localparam STATE_VALIDATE_PACKET = 2;
localparam START_BIT_NUM = 6'd0;
localparam PARITY_BIT_NUM = 4'd9;
reg [1:0] state = STATE_IDLE;
reg [CLOCK_DIVIDER_WIDTH - 1:0] bit_timer = 0;
reg [5:0] select_packet_bit = 0;
reg parity_bit = 1'b0;
reg parity_even = 1'b0;
reg ack_has_triggered = 1'b0;
reg [11:0] packet = 12'h000;
wire [CLOCK_DIVIDER_WIDTH - 1:0] bit_timer_start_value = clock_divider_i - 1'd1;
wire [CLOCK_DIVIDER_WIDTH - 1:0] sample_position = clock_divider_i / 2'd2;
wire [3:0] total_bits_to_receive = 4'd10 + parity_bit;
wire start_bit_valid = packet[0] == 1'b0;
wire [3:0] stop_bit_offset = parity_bit ? PARITY_BIT_NUM + 1'd1 : PARITY_BIT_NUM;
wire stop_bit_valid = packet[stop_bit_offset] == 1'b1;
wire even_parity_value =
  1'h01 & (
    packet[8] +
    packet[7] +
    packet[6] +
    packet[5] +
    packet[4] +
    packet[3] +
    packet[2] +
    packet[1]
  );
wire even_parity_valid = packet[PARITY_BIT_NUM] == even_parity_value;
wire odd_parity_valid = packet[PARITY_BIT_NUM] == ~even_parity_value;
wire parity_valid = parity_bit
  ? (parity_even ? even_parity_valid : odd_parity_valid)
  : 1'b1;
wire packet_valid =
  start_bit_valid &&
  parity_valid &&
  stop_bit_valid;
always @ (posedge reset_i, posedge clock_i) begin
  if (reset_i) begin
    state <= STATE_IDLE;
    data_o <= 8'h00;
    ready_o <= 1'b0;
    bit_timer <= 0;
    select_packet_bit <= 0;
    packet <= 12'h000;
    parity_bit <= 1'b0;
    parity_even <= 1'b0;
    ack_has_triggered <= 1'b0;
  end
  else begin
    if (!ack_i)
      ack_has_triggered <= 1'b0;
    if (ack_i && !ack_has_triggered) begin
      ready_o <= 1'b0;
      ack_has_triggered <= 1'b1;
    end
    case (state)
      STATE_IDLE:
        begin
          bit_timer <= bit_timer_start_value;
          select_packet_bit <= 0;
          if (!serial_i && clock_divider_i >= 2'd2) begin
            packet <= 12'h000;
            parity_bit <= parity_bit_i;
            parity_even <= parity_even_i;
            state <= STATE_RECEIVE_PACKET;
          end
        end
      STATE_RECEIVE_PACKET:
        begin
          if (bit_timer == sample_position) begin
            packet[select_packet_bit] <= serial_i;
            select_packet_bit <= select_packet_bit + 1'd1;
            if (select_packet_bit == START_BIT_NUM && serial_i == 1'b1)
              state <= STATE_IDLE;
            else if (select_packet_bit >= total_bits_to_receive - 1'd1)
              state <= STATE_VALIDATE_PACKET;
          end
          if (bit_timer != 0)
            bit_timer <= bit_timer - 1'd1;
          else
            bit_timer <= bit_timer_start_value;
        end
      STATE_VALIDATE_PACKET:
        begin
          if (packet_valid && !ready_o) begin
            data_o <= packet[8:1];
            ready_o <= 1'b1;
          end
          state <= STATE_IDLE;
        end
      default:
        state <= STATE_IDLE;
    endcase
  end
end
endmodule
module uart_tx #(
  parameter CLOCK_DIVIDER_WIDTH = 16
) (
  input reset_i,
  input clock_i,
  input [CLOCK_DIVIDER_WIDTH - 1:0] clock_divider_i,
  output reg serial_o = 1'b1,
  input [7:0] data_i,
  input write_i,
  output busy_o,
  input two_stop_bits_i,
  input parity_bit_i,
  input parity_even_i
);
localparam STATE_POST_RESET = 0;
localparam STATE_IDLE = 1;
localparam STATE_SEND_PACKET = 2;
reg [1:0] state = STATE_POST_RESET;
reg [CLOCK_DIVIDER_WIDTH - 1:0] bit_timer = 0;
reg [3:0] select_packet_bit = 0;
reg [7:0] data = 8'h00;
reg two_stop_bits = 1'b0;
reg parity_bit = 1'b0;
reg parity_even = 1'b0;
reg write_has_triggered = 1'b0;
wire [11:0] packet;
wire [CLOCK_DIVIDER_WIDTH - 1:0] clock_divider;
wire [CLOCK_DIVIDER_WIDTH - 1:0] bit_timer_start_value;
wire [3:0] total_bits_to_send = 4'd10 + two_stop_bits + parity_bit;
wire even_parity_value =
  1'h01 & (
    packet[8] +
    packet[7] +
    packet[6] +
    packet[5] +
    packet[4] +
    packet[3] +
    packet[2] +
    packet[1]
  );
assign busy_o = (state == STATE_IDLE && !reset_i) ? 1'b0 : 1'b1;
assign clock_divider = (clock_divider_i > 0) ? clock_divider_i - 1'd1 : 1'd0;
assign bit_timer_start_value = clock_divider;
assign packet[0] = 1'b0;  
assign packet[8:1] = data;
assign packet[9] = parity_bit
  ? (parity_even ? even_parity_value : ~even_parity_value)  
  : 1'b1;  
assign packet[11:10] = 2'b11;  
always @ (posedge reset_i, posedge clock_i) begin
  if (reset_i) begin
    state <= STATE_POST_RESET;
    serial_o <= 1'b1;
    bit_timer <= bit_timer_start_value;
    select_packet_bit <= 0;
    data <= 8'h00;
    two_stop_bits <= 1'b0;
    parity_bit <= 1'b0;
    parity_even <= 1'b0;
    write_has_triggered <= 1'b0;
  end
  else begin
    if (!write_i)
      write_has_triggered <= 1'b0;
    case (state)
      STATE_POST_RESET:
        if (bit_timer != 0) begin
          bit_timer <= bit_timer - 1'd1;
        end
        else if (select_packet_bit < 4'd12) begin
          bit_timer <= bit_timer_start_value;
          select_packet_bit <= select_packet_bit + 1'd1;
        end
        else begin
          state <= STATE_IDLE;
        end
      STATE_IDLE:
        begin
          serial_o <= 1'b1;
          bit_timer <= bit_timer_start_value;
          select_packet_bit <= 0;
          if (write_i && !write_has_triggered) begin
            data <= data_i;
            two_stop_bits <= two_stop_bits_i;
            parity_bit <= parity_bit_i;
            parity_even <= parity_even_i;
            write_has_triggered <= 1'b1;
            state <= STATE_SEND_PACKET;
          end
        end
      STATE_SEND_PACKET:
        if (select_packet_bit < total_bits_to_send) begin
          serial_o <= packet[select_packet_bit];
          if (bit_timer != 0) begin
            bit_timer <= bit_timer - 1'd1;
          end
          else begin
            bit_timer <= bit_timer_start_value;
            select_packet_bit <= select_packet_bit + 1'd1;
          end
        end
        else begin
          state <= STATE_IDLE;
        end
      default:
        state <= STATE_IDLE;
    endcase
  end
end
endmodule

==> results.sh <==
# yosys + openroad results
export IMPL_clockBufferDepth=2
export IMPL_clk_latency_ns=0.34
export IMPL_io_buffers=23
export IMPL_grt_setup_unrepaired="false"
export IMPL_clkTransAtPathRegs_ns=0.07
export IMPL_chipArea_um2=8990
export IMPL_cts_sinks=76
export IMPL_grt_use_total_pct=22.4
export IMPL_finalCritPeriodShare_pct=49.9
export IMPL_ys_chip_area_um2=4310
export IMPL_enable_flop_cells=0
export IMPL_fin_setup_tns_ns=0
export IMPL_post_drt_wl_per_cell_um=15.7
export IMPL_power_w=0.00101
export IMPL_fin_util_pct=57.8
export IMPL_final_hold_viol_count=0
export IMPL_syn_area_um2=4310
export IMPL_layout_drive_gt1_share_pct=12.7
export IMPL_synth_seq_share_pct=44.4
export IMPL_final_cells=571
export IMPL_vias=3348
export IMPL_cp_end_kind="output pin"
export IMPL_path_class="input pin to output pin"
export IMPL_rows=33
export IMPL_warnings=30
export IMPL_finalMaxSlewViolations=0
export IMPL_clockRootBuffer="clkbuf_8"
export IMPL_finalWirelength_um=8940
export IMPL_gp_congestion=0.878
export IMPL_remaining_drc_errors=0
export IMPL_ys_flops=76
export IMPL_power_leakage_nw=2.02
export IMPL_lay_top_cells="dfrtp_1, nand2_1, a21oi_1, nor2_1, o21ai_0"
export IMPL_hold_class="flip-flop to flip-flop"
export IMPL_synth_cell_types=74
export IMPL_p_per_area_nw_per_um2=211
export IMPL_path_max_fanout=21
export IMPL_grt_pass1_vias=3197
export IMPL_flop_cell="dfrtp_1"
export IMPL_synth_warnings=6
export IMPL_dp_hpwl_um=6170
export IMPL_fp_coreArea_um2=8260
export IMPL_grt_pass1_wl_um=15400
export IMPL_max_freq_ghz=0.257
export IMPL_die_w_um=94.8
export IMPL_async_flop_share_pct=100
export IMPL_placed_area_um2=4560
export IMPL_antenna_cells=0
export IMPL_grt_max_degree=58
export IMPL_cts_resized_gates=0
export IMPL_drt_initial_drc_count=140
export IMPL_syn2layout_area_growth_pct=10.9
export IMPL_status="finished, final reports clean"
export IMPL_cts_setup_buffers=0
export IMPL_maxCapViolations=0
export IMPL_crit_required_ns=6.24
export IMPL_antenna_found_initial=0
export IMPL_start_kind="input pin"
export IMPL_synth_area_per_cell_um2=9.72
export IMPL_relSlewSlack_pct=38.2
export IMPL_crit_arrival_ns=2.34
export IMPL_drtAntennaViolNets=0
export IMPL_finalSetupViolCount=0
export IMPL_htreeDepth=3
export IMPL_worstMarginPinSlew_ns=0.915
export IMPL_cts_tree="built"
export IMPL_detail_route_vias_per_cell=5.86
export IMPL_cts_buffers=9
export IMPL_netlist_instances=443
export IMPL_fp_util_pct=52.2
export IMPL_ctsHoldBuffers=0
export IMPL_min_period_ns=3.90
export IMPL_finalInstanceArea_um2=4780
export IMPL_post_place_cells=555
export IMPL_mostFrequentLayoutCell="dfrtp_1"
export IMPL_overflow=0
export IMPL_io_pins=24
export IMPL_ys_cells=443
export IMPL_die_h_um=94.8
export IMPL_drt_first_pass_iters=4
export IMPL_peakVddDrop_uv=89.9
export IMPL_fin_skew_ns=0.0105
synth_stat cells, types with 5 or more instances:
library cell / number / area, um2
dfrtp_1: 68 / 1700
nand2_1: 33 / 124
a21oi_1: 31 / 155
nor2_1: 29 / 109
o21ai_0: 28 / 140
mux2_2: 18 / 203
nand3_1: 17 / 85.1
nor3_1: 17 / 85.1
inv_1: 16 / 60.1
clkbuf_1: 11 / 41.3
ha_1: 10 / 125
nor4_1: 9 / 56.3
or3_1: 9 / 56.3
dfstp_2: 8 / 210
nand2b_1: 8 / 50.1
a21o_1: 7 / 52.6
xnor2_1: 7 / 61.3
nor2b_1: 6 / 37.5
and3_1: 5 / 31.3
o21a_1: 5 / 37.5
o21bai_1: 5 / 37.5
xor2_1: 5 / 43.8
area by class of cell:
type                    count  area (um2)
clock buffers              10         128
repair buffers             27         258
inverters                  16        60.1
fillers                   733        3480
clock inverters             6        88.8
well taps                 105         131
flip-flops and latches     76        1910
multi-input cells         331        2200
registers in the layout (all words and copies together) (netlist names):
name and flops:
UartTx.serial_o 1, UartRx.ready_o 1, UartTx.bit_timer 16, UartRx.select_packet_bit 6, UartTx.select_packet_bit 4, UartRx.bit_timer 16, UartRx.packet 10, UartRx.ack_has_triggered 1
UartTx.state 2, UartTx.write_has_triggered 1, UartRx.state 2, UartRx.data_o 8, UartTx.data 8
worst max-delay path, cell delays in order:
cell             delay, ns
buf_4                 0.26
nand2_1               0.09
clkdlybuf4s50_1       0.42
cells by family (layout without fill, tap and decap cells):
kind of cell / count (synthesis) / in the layout / share of synthesized area, %
and+or+nand+nor: 168 / 168 / 21.9
muxes: 21 / 21 / 5.69
adders and majority gates: 10 / 10 / 2.91
DFF: 76 / 76 / 44.4
AOI/OAI and AO/OA: 120 / 120 / 18.2
xor gates and xnor gates: 12 / 12 / 2.44
buffers and inverters: 36 / 59 / 4.53
worst paths after layout:
| kind | start | end | slack (ns) | cells past startpoint |
|---|---|---|---|---|
| setup / recovery | reset_i | write_busy_o | 3.90 | 3 |
| hold / removal | UartRx.packet[1] | UartRx.packet[1] | 0.50 | 1 |
| setup reg to reg | UartRx.select_packet_bit[0] | UartRx.packet[1] | 4.57 | 8 |
| hold reg to reg | UartRx.packet[1] | UartRx.packet[1] | 0.50 | 1 |
| max in group asynchronous | reset_i | UartRx.bit_timer[13] | 5.73 | 2 |
| min in group asynchronous | reset_i | UartTx.data[0] | 1.08 | 1 |
metal layers:
| metal | up-vias | GRT usage, % | wire (um) |
|---|---|---|---|
| met1 | 1618 | 36.3 | 4450 |
| met3 | 11 | 2.61 | 239 |
| li1 | 1676 | - | - |
| met2 | 43 | 34.3 | 4120 |
| met4 | 0 | 3.66 | 131 |
| met5 | - | 0 | 0 |
stage by stage:
step                setup WS, ns  hold WS [ns]
finish                      3.90         0.497
global route                3.84         0.517
CTS                         3.88         0.504
detailed placement          3.88         0.481
global placement            3.90         0.481
floorplan                   4.66         0.453
power breakdown:
part | total (W) | internal, W | switching, W
clock network | 0.000329 | 0.000180 | 0.000149
logic | 0.000173 | 0.0000889 | 0.0000845
registers | 0.000506 | 0.000459 | 0.0000474
total | 0.00101 | 0.000728 | 0.000281
No activity file was given, so power comes from the tool's default toggle rates.
